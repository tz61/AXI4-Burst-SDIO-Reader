--- run.sh ---
#!/bin/bash
# OpenROAD 26Q1-2900-gdf79404cd8, Yosys 0.63+post, stock flow scripts
make -C /OpenROAD-flow-scripts/flow DESIGN_CONFIG=/design/flow/config.mk WORK_HOME=/design/flow/orfs finish
--- config.mk ---
export PLATFORM = sky130hd
export DESIGN_NAME = axi4_sdio_burst_reader_v1_0_AXI
export DESIGN_NICKNAME = axi4_sdio_burst_reader_v1_0_AXI
export VERILOG_FILES = /design/flow/design.v
export SDC_FILE = /design/flow/constraint.sdc
export NUM_CORES = 4
export LEC_CHECK = 1
export CORE_UTILIZATION = 30
--- constraint.sdc ---
current_design axi4_sdio_burst_reader_v1_0_AXI

set clk_period 3.8
set clk_io_pct 0.2

create_clock -name clk0 -period $clk_period [get_ports {M_AXI_ACLK}]

set non_clock_inputs [all_inputs -no_clocks]
set_input_delay [expr $clk_period * $clk_io_pct] -clock clk0 $non_clock_inputs
set_output_delay [expr $clk_period * $clk_io_pct] -clock clk0 [all_outputs]
--- design.v ---
`timescale 1 ns / 1 ps
module axi4_sdio_burst_reader_v1_0_AXI #(
    parameter integer WRITE_BURST_COUNT = 2,
    parameter C_M_TARGET_SLAVE_BASE_ADDR = 32'h81000000,
    parameter integer C_M_AXI_BURST_LEN = 64,
    parameter integer C_M_AXI_ID_WIDTH = 1,
    parameter integer C_M_AXI_ADDR_WIDTH = 32,
    parameter integer C_M_AXI_DATA_WIDTH = 64
) (
    output logic [ 5:0] bram_addr,
    input  logic [63:0] bram_data,
    input logic start_whole_burst,
    input logic single_sector_burst,
    output logic TXN_DONE,
    output logic ERROR,
    input logic M_AXI_ACLK,
    input logic M_AXI_ARESETN,
    output logic [C_M_AXI_ID_WIDTH-1 : 0] M_AXI_AWID,
    output logic [C_M_AXI_ADDR_WIDTH-1 : 0] M_AXI_AWADDR,
    output logic [7 : 0] M_AXI_AWLEN,
    output logic [2 : 0] M_AXI_AWSIZE,
    output logic [1 : 0] M_AXI_AWBURST,
    output logic M_AXI_AWLOCK,
    output logic [3 : 0] M_AXI_AWCACHE,
    output logic [2 : 0] M_AXI_AWPROT,
    output logic [3 : 0] M_AXI_AWQOS,
    output logic M_AXI_AWVALID,
    input logic M_AXI_AWREADY,
    output logic [C_M_AXI_DATA_WIDTH-1 : 0] M_AXI_WDATA,
    output logic [C_M_AXI_DATA_WIDTH/8-1 : 0] M_AXI_WSTRB,
    output logic M_AXI_WLAST,
    output logic M_AXI_WVALID,
    input logic M_AXI_WREADY,
    input logic [1 : 0] M_AXI_BRESP,
    input logic M_AXI_BVALID,
    output logic M_AXI_BREADY
);
  function integer clogb2(input integer bit_depth);
    begin
      for (clogb2 = 0; bit_depth > 0; clogb2 = clogb2 + 1) bit_depth = bit_depth >> 1;
    end
  endfunction
  localparam integer C_TRANSACTIONS_NUM = clogb2(C_M_AXI_BURST_LEN - 1);
  localparam integer C_MASTER_LENGTH = 12;
  localparam integer C_NO_BURSTS_REQ = C_MASTER_LENGTH - clogb2(
      (C_M_AXI_BURST_LEN * C_M_AXI_DATA_WIDTH / 8) - 1
  );
  localparam IDLE = 1'b0, INIT_WRITE = 1'b1;
  logic mst_exec_state;
  logic [C_M_AXI_ADDR_WIDTH-1 : 0] axi_awaddr;
  logic axi_awvalid;
  logic axi_wlast;
  logic axi_wvalid;
  logic axi_bready;
  logic [C_TRANSACTIONS_NUM : 0] write_index;
  logic [20 : 0] write_burst_counter;
  logic start_single_burst_write;
  logic tx_done;
  logic burst_write_active;
  logic write_resp_error;
  logic wnext;
  logic init_txn_ff;
  logic init_txn_ff2;
  logic init_txn_edge;
  logic init_txn_pulse;
  assign M_AXI_AWID = 'b0;
  assign M_AXI_AWADDR = C_M_TARGET_SLAVE_BASE_ADDR + axi_awaddr;
  assign M_AXI_AWLEN = C_M_AXI_BURST_LEN - 1;
  assign M_AXI_AWSIZE = clogb2((C_M_AXI_DATA_WIDTH / 8) - 1);
  assign M_AXI_AWBURST = 2'b01;
  assign M_AXI_AWLOCK = 1'b0;
  assign M_AXI_AWCACHE = 4'b0011;
  assign M_AXI_AWPROT = 3'h0;
  assign M_AXI_AWQOS = 4'h0;
  assign M_AXI_AWVALID = axi_awvalid;
  assign M_AXI_WSTRB = {(C_M_AXI_DATA_WIDTH / 8) {1'b1}};
  assign M_AXI_WLAST = axi_wlast;
  assign M_AXI_WVALID = axi_wvalid;
  assign M_AXI_BREADY = axi_bready;
  assign init_txn_pulse = (!init_txn_ff2) && init_txn_ff;
  logic [63:0] bram_data_addr0;   
  always_comb begin
    if (burst_write_active) begin   
      bram_addr = write_index + 1;
    end else begin   
      bram_addr = write_index;
    end
  end
  always_comb begin
    if (write_index == 0) begin
      M_AXI_WDATA = bram_data_addr0;
    end else begin   
      M_AXI_WDATA = bram_data;
    end
  end
  always_ff @(posedge M_AXI_ACLK) begin
    if (M_AXI_ARESETN == 0) begin
      bram_data_addr0 <= 64'h0;
    end else if (single_sector_burst) begin   
      bram_data_addr0 <= bram_data;
    end
  end
  assign TXN_DONE = tx_done;
  always_ff @(posedge M_AXI_ACLK) begin
    if (M_AXI_ARESETN == 0) begin
      init_txn_ff  <= 1'b0;
      init_txn_ff2 <= 1'b0;
    end else begin
      init_txn_ff  <= start_whole_burst;
      init_txn_ff2 <= init_txn_ff;
    end
  end
  always_ff @(posedge M_AXI_ACLK) begin
    if (M_AXI_ARESETN == 0 || init_txn_pulse == 1'b1) begin
      axi_awvalid <= 1'b0;
    end   
    else if (~axi_awvalid && start_single_burst_write) begin
      axi_awvalid <= 1'b1;
    end    
    else if (M_AXI_AWREADY && axi_awvalid) begin
      axi_awvalid <= 1'b0;
    end else axi_awvalid <= axi_awvalid;
  end
  always_ff @(posedge M_AXI_ACLK) begin
    if (M_AXI_ARESETN == 0 || init_txn_pulse == 1'b1) begin
      axi_awaddr <= 'b0;
    end else if (M_AXI_AWREADY && axi_awvalid) begin
      axi_awaddr <= axi_awaddr + C_M_AXI_BURST_LEN * C_M_AXI_DATA_WIDTH / 8;   
    end else axi_awaddr <= axi_awaddr;
  end
  assign wnext = M_AXI_WREADY & axi_wvalid;
  always_ff @(posedge M_AXI_ACLK) begin
    if (M_AXI_ARESETN == 0 || init_txn_pulse == 1'b1) begin
      axi_wvalid <= 1'b0;
    end   
    else if (~axi_wvalid && start_single_burst_write) begin
      axi_wvalid <= 1'b1;
    end 
    else if (wnext && axi_wlast) axi_wvalid <= 1'b0;
    else axi_wvalid <= axi_wvalid;
  end
  always_ff @(posedge M_AXI_ACLK) begin
    if (M_AXI_ARESETN == 0 || init_txn_pulse == 1'b1) begin
      axi_wlast <= 1'b0;
    end else if (((write_index == C_M_AXI_BURST_LEN-2 && C_M_AXI_BURST_LEN >= 2) && wnext) || (C_M_AXI_BURST_LEN == 1 )) begin
      axi_wlast <= 1'b1;
    end   
    else if (wnext) axi_wlast <= 1'b0;
    else if (axi_wlast && C_M_AXI_BURST_LEN == 1) axi_wlast <= 1'b0;
    else axi_wlast <= axi_wlast;
  end
  always_ff @(posedge M_AXI_ACLK) begin
    if (M_AXI_ARESETN == 0 || init_txn_pulse == 1'b1 || burst_write_active == 0) begin
      write_index <= 0;  
    end else if (wnext && (write_index != C_M_AXI_BURST_LEN - 1)) begin
      write_index <= write_index + 1;
    end else write_index <= write_index;
  end
  always_ff @(posedge M_AXI_ACLK) begin
    if (M_AXI_ARESETN == 0 || init_txn_pulse == 1'b1) begin
      axi_bready <= 1'b0;
    end else if (M_AXI_BVALID && ~axi_bready) begin
      axi_bready <= 1'b1;
    end else if (axi_bready) begin
      axi_bready <= 1'b0;
    end else axi_bready <= axi_bready;
  end
  assign write_resp_error = axi_bready & M_AXI_BVALID & M_AXI_BRESP[1];
  always_ff @(posedge M_AXI_ACLK) begin
    if (M_AXI_ARESETN == 0 || init_txn_pulse == 1'b1) begin
      write_burst_counter <= 'b0;
    end else if (wnext && axi_wlast) begin
      if (write_burst_counter != WRITE_BURST_COUNT) begin
        write_burst_counter <= write_burst_counter + 1'b1;
      end
    end else write_burst_counter <= write_burst_counter;
  end
  always_ff @(posedge M_AXI_ACLK) begin
    if (M_AXI_ARESETN == 1'b0) begin
      mst_exec_state           <= IDLE;
      start_single_burst_write <= 1'b0;
      ERROR                    <= 1'b0;
      tx_done                  <= 1'b0;
    end else begin
      case (mst_exec_state)
        IDLE:
        if (init_txn_pulse == 1'b1) begin
          mst_exec_state <= INIT_WRITE;
          ERROR <= 1'b0;
          tx_done <= 1'b0;
        end else begin
          mst_exec_state <= IDLE;
        end
        INIT_WRITE: begin
          ERROR <= write_resp_error;
          if ((write_burst_counter == WRITE_BURST_COUNT)) begin
            mst_exec_state <= IDLE;
            tx_done <= 1'b1;
          end else begin
            mst_exec_state <= INIT_WRITE;
            if (~axi_awvalid && ~start_single_burst_write && ~burst_write_active && single_sector_burst) begin
              start_single_burst_write <= 1'b1;
            end else begin
              start_single_burst_write <= 1'b0;   
            end
          end
        end
      endcase
    end
  end   
  always_ff @(posedge M_AXI_ACLK) begin
    if (M_AXI_ARESETN == 0 || init_txn_pulse == 1'b1) burst_write_active <= 1'b0;
    else if (start_single_burst_write) burst_write_active <= 1'b1;
    else if (M_AXI_BVALID && axi_bready) burst_write_active <= 0;
  end
endmodule
==> run_results.csv <==
group,metric,value,unit
job,warnings,29,
clock_network,cts-root-buf,"clkbuf_16",
sta,finalCriticalPeriod,3340,ps
sta,tightest_slew,712,ps
route,wl,15600,um
worst_setup_path,critPathRequiredTime,3040,ps
grt,antenna_found_initial,0,
synth,synth_cell_types,50,
clock_network,cts_setup_buffers,0,
synth,ys_top_cells_by_area,"dfxtp_1, mux2_2, mux2i_1, buf_4, nor2b_1",
worst_setup_path,path_max_fanout,64,
placed_design,dp_hpwl,10500,um
floorplanning,chipHeight,151,um
worst_setup_path,crit_cells,6,
clock_network,path_clk_slew,50,ps
floorplanning,core-area,21400,um2
worst_setup_path,cp_slowest_cell,"dfxtp_1",
route,ant_nets,0,
synth,ff_type,"dfxtp_1",
synth,synth_flops,126,
grt,grt_usage,13.6,%
sta,finalSetupViolCount,0,
route,via_count,5172,
sta,drv_slew,0,
clock_network,cts_tree,"done",
floorplanning,fp_util,31.0,%
synth,syn_avg_cell_area,9.54,um2
clock_network,numCtsBuffers,17,
clock_network,clock-sinks,126,
sta,max_freq,0.299,GHz
synth,synthCells,694,
final_layout,fillers,2083,
route,wl_per_cell,13.9,um
clock_network,htree_levels,4,
job,maxCapViolCount,0,
floorplanning,pin_count,215,
power,p_per_area,395,nW/um2
floorplanning,die_width,151,um
route,viasPerCell,4.61,
placed_design,finalWeightedCongestion,0.806,
route,diodes,0,
synth,ys_area,6620,um2
floorplanning,row_count,53,
route,drc,0,
sta,skew,7.54,ps
worst_setup_path,end_kind,"output port",
clock_network,ctsResizeCount,0,
worst_setup_path,critPathTopFamily,"buffers and inverters",
worst_setup_path,critPathArrivalTime,2580,ps
final_layout,stdcell_count,1121,
grt,grt_pass1_wl,24100,um
route,drt_pass1_iterations,4,
clock_network,clk_latency,410,ps
power,power_leakage,0.00339,uW
synth,edf_count,0,
synth,yosys_warnings,1,
floorplanning,chipArea,22700,um2
worst_setup_path,reg2regPathDepth,5,
sta,rsz0062_at_grt,"false",
clock_network,holdBufCountCts,0,
min_path,hold_depth,1,
synth,top_area_cell,"dfxtp_1",
grt,grt_max_degree,67,
min_path,hold_path_class,"flop to flop",
final_layout,drive_gt1_share,13.1,%
placed_design,port_buffers,170,
power,ir_drop,265,uV
synth,synthArstFlopShare,0,%
synth,synth_seq_share,38.1,%
synth,synthesis.area,6620,um2
synth,yosys_cells,694,
grt,grt_pass1_vias,4596,
worst_setup_path,cp-start-kind,"flop",
sta,timing.setup.tns,0,ps
sta,slew_headroom,52.5,%
sta,fin_crit_sh,87.9,%
worst_setup_path,path_class,"flop to output port",
synth,top_cell_area_share,38.1,%
placed_design,dp_cells,1089,
worst_setup_path,crit_chain,"inv_1 > ha_1 > nand3b_1 > buf_12 > mux2_2 > clkdlybuf4s50_1",
sta,finalHoldViolCount,0,
worst_setup_path,slowest_delay,500,ps
worst_setup_path,path_buffers,3,
final_layout,synthToLayoutAreaGrowth,34.8,%
grt,grt.overflow.total,0,
run_status,outcome,"completed",
clock_network,cts_buffer_depth,2,
route,drtIter0Drc,129,
cell families (layout without fill, tap and decap cells):
kind of cell    count (synthesis)  in the layout  synth area share [%]
compound gates                 69             69                  6.35
xor+xnor                       32             32                  4.23
fa+ha+maj                       7              7                  1.32
buf+inv                       108            219                  9.66
flops                         126            126                  38.1
mux                           129            129                  20.7
other cells                     2             43                 0.113
simple gates                  221            221                  19.5
area by class of cell:
| type | count | area (um2) | share of cell area (%) |
|---|---|---|---|
| Multi-Input combinational cell | 501 | 3610 | 40.5 |
| Inverter | 12 | 45.0 | 0.505 |
| Timing Repair Buffer | 175 | 1740 | 19.5 |
| Clock buffer | 21 | 470 | 5.27 |
| Sequential cell | 126 | 2520 | 28.3 |
| Clock inverter | 11 | 186 | 2.09 |
| Tap cell | 275 | 344 | 3.85 |
metrics by stage:
stage	cell area [um2]	hold WS [ps]	util [%]	total power (uW)	setup slack (ps)
CTS	8930	466	41.8	3580	407
global placement	8270	443	38.7	1740	822
global route	8930	476	41.8	3670	317
detailed placement	8270	453	38.7	1740	808
finish	8930	465	41.8	3520	460
floorplan	6780	420	-	1580	1310
sequential cells by signal, indices dropped and copies added, names as in the netlist, 7 cells and up:
name and flops:
write_burst_counter 21, bram_data_addr0 64, axi_awaddr 23, write_index 7
worst paths after layout:
kind                                  startpoint                                    to  slack [ps]
min                       init_txn_ff$_SDFF_PN0_               init_txn_ff2$_SDFF_PN0_         460
max reg2reg  write_burst_counter[0]$_SDFFE_PP0P_  write_burst_counter[18]$_SDFFE_PP0P_        1580
max                  write_index[0]$_SDFFE_PP0P_                        M_AXI_WDATA[3]         460
min reg2reg               init_txn_ff$_SDFF_PN0_               init_txn_ff2$_SDFF_PN0_         460
synthesized netlist by cell type, drive strengths merged, types with 2 or more instances:
library cell / number
inv: 12
nand4: 18
nor4: 5
ha: 7
nand2: 22
and4: 5
or4: 16
nor4b: 3
nor2b: 66
mux2: 64
nor2: 28
conb: 2
xnor2: 18
and2: 6
or3: 11
xor2: 14
o21ai: 13
nor3: 3
buf: 69
dfxtp: 126
and3: 8
a21oi: 30
or2: 3
clkbuf: 27
a21boi: 2
a211o: 2
o31ai: 14
mux2i: 65
nand3: 23
worst register-to-register path, delay by kind of cell, from the launching register on:
kind            cells  cell delay (ps)
flops               1              450
fa+ha+maj           1              240
simple gates        3             1310
compound gates      1              150
report_power, final:
part           total, uW  internal, uW  switching [uW]
registers           1390          1370            23.6
clock network       1810          1210             601
logic                320           214             106
total               3520          2790             731
routing by layer:
| layer | wire length [um] | vias up | global-route usage (%) |
|---|---|---|---|
| met4 | 248 | 0 | 2.27 |
| met5 | 0 | - | 0 |
| met3 | 808 | 13 | 2.87 |
| met2 | 7130 | 122 | 20.8 |
| met1 | 7380 | 2419 | 20.1 |
| li1 | - | 2618 | - |
cells in the final DEF, fill, tap and decap left out, types with 6 or more instances in the layout:
cell             instances
or3_1                   11
and2_1                   6
xor2_1                  14
and3_1                   6
nand2_1                 22
conb_1                  43
mux2i_1                 65
or4_1                   15
nor2_1                  28
dfxtp_1                126
o21ai_0                 13
o31ai_1                 14
clkbuf_16               17
ha_1                     7
mux2_2                  64
nand4_1                 17
clkdlybuf4s50_1        168
inv_1                   12
a21oi_1                 30
nand3_1                 21
xnor2_1                 18
nor2b_1                 66
Power and IR drop assume default switching activity.
